==> design.v <==
module comparador # ( 
	parameter bitsEntry = 4,
	parameter bitsOut = 3
	)(
	input [bitsEntry-1:0] entradaA,
	input [bitsEntry-1:0] entradaB,
	output reg [bitsOut-1:0] salida
);
	always @(entradaA,entradaB)
	begin
		if(entradaA>entradaB)
			begin
				salida[2] = 1;
				salida[1] = 0;
				salida[0] = 0;
			end
		else if(entradaA<entradaB)
			begin
				salida[2] = 0;
				salida[1] = 1;
				salida[0] = 0;	
			end
		else 
			begin
				salida[2] = 0;
				salida[1] = 0;
				salida[0] = 1;			
			end
	end
endmodule
==> run.sh <==
#!/bin/bash
# OpenROAD 26Q1-2900-gdf79404cd8, Yosys 0.63+post, stock flow scripts
make -C /OpenROAD-flow-scripts/flow DESIGN_CONFIG=/design/flow/config.mk WORK_HOME=/design/flow/orfs finish
==> config.mk <==
export PLATFORM = sky130hd
export DESIGN_NAME = comparador
export DESIGN_NICKNAME = comparador
export VERILOG_FILES = /design/flow/design.v
export SDC_FILE = /design/flow/constraint.sdc
export NUM_CORES = 4
export LEC_CHECK = 1
export CORE_AREA = 10 10 70 70
export DIE_AREA = 0 0 80 80
==> constraint.sdc <==
current_design comparador

set clk_period 1.8
set clk_io_pct 0.2

create_clock -name clk0 -period $clk_period

set non_clock_inputs [all_inputs -no_clocks]
set_input_delay [expr $clk_period * $clk_io_pct] -clock clk0 $non_clock_inputs
set_output_delay [expr $clk_period * $clk_io_pct] -clock clk0 [all_outputs]
==> impl_metrics.toml <==
# flow metrics
[yosys]
yosys.area.top_type_share = 0.421
yosys-top-cells-area = "ha_1 (42%), inv_1 (16%), a21oi_1 (8.4%)"
netlist_instances = 18
synth_area_leader_cell = "ha_1"
yosys_cells = 18
postSynthAreaPerCell_sq_um = 6.60
ys_types = 9
ys_area_sq_um = 119
postSynthSeqShare = 0
synthesis.area_sq_um = 119
ys_warn_count = 1

[floorplanning]
row_count = 21
fp_util = 0.0348
die_w_um = 80
boundaryPins = 11
die_h_um = 80
coreArea_sq_um = 3420
fp.dieArea_sq_um = 6400

[final_timing]
period_needed_ps = 1760
maxSlewHeadroom = 0.871
grt_setup_unrepaired = "false"
fmax_ghz = 0.569
worst_pin_slew_ps = 194
slew_viol_final = 0
holdWs_ps = 1340
fin_crit_sh = 0.976
hold_viol = 0
finalSetupViolCount = 0

[placement]
hpwl_um = 444
port_buffers = 11
place_area_sq_um = 287
place_congestion = 0.640

[critical_path]
required_ps = 1440
crit_arrival_ps = 1400
cp_max_fo = 3
end_kind = "output port"
crit_type = "primary input to output port"
critPathLaunchType = "primary input"

[finish]
flop-count = 0
nClkBuffers = 0
final_layout_size_suffix_gt1_frac = 0.500
regArea_sq_um = 0
synthToLayoutAreaGrowth_pct = 191
stdcell_area_sq_um = 345

[global_routing]
grt_pass1_wl_um = 869
overflow = 0
grtUsageTotal = 0.0169
grt_pass1_vias = 164
grt_max_degree = 4
antenna_found_initial = 0

[power]
ir_drop_uv = 26.7
p_leak_uw = 0.000142
p_per_area_nw_per_um2 = 216

[detailed_routing]
via_per_inst = 2.09
num_vias = 159
firstDrtPassIters = 2
drt_wl_total_um = 544
antenna_cells = 0
wl_per_cell_um = 7.16
final_antenna_net_count = 0
drt_iter0_markers = 2
remaining_drc_errors = 0

[run]
drv_cap = 0
warnings = 32

[clocking]
hold_buffers = 0

[outcome]
status = "complete, no violations"

[min_path]
hold_path.class = "primary input to output port"
hold_depth = 5
layout by cell type, fill, tap and decap left out, drive strengths merged:
master,instances
nor2,1
a21o,1
buf,4
a311oi,1
a21oi,2
nand2,2
dlygate4sd2,8
nand2b,1
inv,5
and2,1
ha,4
power by group:
group / internal, uW / total, uW / leakage, uW / switching (uW)
clock network: 0 / 0 / 0 / 0
registers: 0 / 0 / 0 / 0
logic: 42.8 / 74.5 / 0.000142 / 31.8
final cells by class:
type                            count  area, sq um
Fill cell                         406         3070
Inverter                            5         18.8
Multi-Input combinational cell     13          176
Tap cell                           46         57.6
Timing Repair Buffer               12         92.6
cells by family (layout without fill, tap and decap cells):
kind of cell,count (synthesis),after routing,synth area share
and+or+nand+nor,5,5,0.200
adders and majority gates,4,4,0.421
buffers and inverters,5,17,0.158
AOI/OAI and AO/OA,4,4,0.221
Yosys cell counts, drive strengths merged:
library cell / number
a21o: 1
nand2b: 1
a311oi: 1
a21oi: 2
nor2: 1
inv: 5
and2: 1
ha: 4
nand2: 2
worst paths after layout:
path,from,endpoint
max,entradaA[3],salida[1]
min,entradaA[3],salida[2]
critical path, stage by stage:
cell and delay [ps]:
dlygate4sd2_1 260, ha_4 300, nand2_4 60, a21o_1 170, and2_1 140, buf_2 110
layer usage:
metal | up-vias | share of wire | GRT usage
met5 | - | 0 | 0
met4 | 0 | 0 | 0
met3 | 0 | 0.024 | 0.00114
met2 | 4 | 0.55 | 0.0313
met1 | 72 | 0.42 | 0.0218
li1 | 83 | - | -
what timing repair did:
| item | 4_1_cts | 5_1_grt |
|---|---|---|
| gates resized | 30 | 0 |
| setup endpoints to repair | 3 | 0 |
| setup buffers | 1 | 0 |
per-stage QoR:
step	util	TNS [ps]	power (uW)	instances	worst slack, ps
final	0.101	0	74.5	76	43.6
after floorplan	-	0	20.4	18	434
after global routing	0.101	0	83.4	76	7.06
after detailed placement	0.0839	-1760	57.0	75	-600
after CTS	0.101	0	75.3	76	44.1
after global placement	0.0839	-1750	56.2	75	-592
Power is estimated from default activity; no workload was simulated.
