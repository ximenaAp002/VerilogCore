==> design/flow/run.sh <==
#!/bin/bash
# OpenROAD 26Q1-2900-gdf79404cd8, Yosys 0.63+post, stock flow scripts
make -C /OpenROAD-flow-scripts/flow DESIGN_CONFIG=/design/flow/config.mk WORK_HOME=/design/flow/orfs finish
==> design/flow/config.mk <==
export PLATFORM = sky130hd
export DESIGN_NAME = FSM_password
export DESIGN_NICKNAME = FSM_password
export VERILOG_FILES = /design/flow/design.v
export SDC_FILE = /design/flow/constraint.sdc
export NUM_CORES = 4
export LEC_CHECK = 1
export CORE_AREA = 10 10 70 70
export DIE_AREA = 0 0 80 80
==> design/flow/constraint.sdc <==
current_design FSM_password

set clk_period 1.8
set clk_io_pct 0.2

create_clock -name clk0 -period $clk_period [get_ports {clk}]

set non_clock_inputs [all_inputs -no_clocks]
set_input_delay [expr $clk_period * $clk_io_pct] -clock clk0 $non_clock_inputs
set_output_delay [expr $clk_period * $clk_io_pct] -clock clk0 [all_outputs]
==> design/flow/design.v <==
module FSM_password (
   input clk, reset,
	input [3:0] contra, habil,
	output reg ok, s1,s2,s3,  
	output reg [0:6] segmentosP,  
	output reg [0:6] segmentosA,  
	output reg [0:6] segmentosS,  
	output reg [0:6] segmentosS1  
);
   parameter contra1 = 0,
				 contra2 = 1,
				 contra3 = 2,
				 contra4 = 3,
				 num1 = 1,
				 num2 = 9,
				 num3 = 8,
				 num4 = 0;
reg [1:0] current_state, next_state;
always  @ (posedge clk , negedge reset)
	begin
		if (!reset)  
			current_state <= contra1;
		else
			current_state <= next_state;
	end
always @ (current_state, habil)
	begin
	ok = 0;
	segmentosP = ~(7'b1111110);  
	segmentosA = ~(7'b1111110);
	segmentosS = ~(7'b1111110);
	segmentosS1 = ~(7'b1111110);
	s1 = 0;
	s2 = 0;
	s3 = 0;
		case (current_state)
			contra1:
				begin
				if (habil[0])
					if (contra[0] == 1 )
					begin
						next_state = contra2;
					end
					else
						next_state = current_state;
				else 
					next_state = contra1;
				end
			contra2:
				begin
				s1 = 1;
				s2 = 0;
				s3 = 0;
				if (habil[1])
					if (contra[0] && contra[3] == 1)
					begin
						next_state = contra3;
					end
					else
						next_state = contra1;
				else 
					next_state = current_state;	
				end
			contra3:
			   begin
				s2 = 1;
				s1 = 1;
				s3 = 0;
				if (habil[2])
					if (contra[3] == 1)
					begin
						s3 = 1;
						next_state = contra4;
					end
					else
						next_state = contra1;
				else 
					next_state = current_state;	
				end
			contra4:
				begin
				s1 = 1;
				s2 = 1;
				s3 = 1;
				ok = 1;
				segmentosP = ~(7'b1100111);  
				segmentosA = ~(7'b1110111);
				segmentosS = ~(7'b1011011);
				segmentosS1 = ~(7'b1011011);
				if (habil[3])
					if (contra == num4)
						next_state <= contra1;
					else
						next_state = current_state;
				else 
					next_state = current_state;	
				end
		endcase
	end
endmodule
==> reports/results.txt <==
fp_density = 12.3%
DIE AREA = 6400 um2
H-tree Lvls = 1
Hold Vio Cnt, Final = 0
vias in the first global route = 388
GPL Wtd Cong = 0.764
post-synthesis cell area = 419 um2
WL per Instance = 9.79 um
CTS Sinks = 4
Slowest cell on crit path = clkdlybuf4s50_1
register area share after synthesis = 24.2%
layout cells sized above 1 = 11.3%
first-pass GRT wire length = 1660 um
largest net degree at the start of global routing = 10
post-synthesis area per instance = 8.06 um2
yosys stat chip area = 419 um2
antenna violations before repair = 0
RSZ-0062 raised after global routing = false
CTS Buf Count = 3
Worst Setup End Kind = primary output
CTS tree = done
Switching Fraction = 22.4%
die width = 80 um
worst path cell trace = inv_1, nand3_1, clkdlybuf4s50_1
Post-Syn Instances = 52
Final HPWL DP = 998 um
Cell Type Count = 16
biggest area cells = buf_4 48%, dfrtp_1 18%, dfstp_2 6.3%
Die Y = 80 um
pwr dens = 808 nW/um2
DRT Wirelength = 1150 um
Max stage delay on crit path = 430 ps
final hold slack = 326 ps
hold crit path type = in -> async
Post-synth top flop = dfrtp_1
Synth top cell by count = buf_4
Pleak = 0.272 nW
number of post-CTS setup repair buffers = 0
DRC Markers = 0
Peak Freq = 605 MHz
Post-synth EDFFs = 0
Most flops, register = current_state
fillers = 384
Psw = 112 uW
list of most frequent post-synthesis cells = 27 x buf_4, 3 x a21oi_1, 3 x dfrtp_1, 3 x inv_1, 3 x nand3_1
CTS hold repair buffers = 0
IO Port Bufs = 24
buffer depth of the longest clock path = 2
tool warnings = 25
clock share of power = 23.9%
biggest regs = current_state: 4 flops
Worst-Skew Late Latency = 240 ps
via/cell ratio = 2.85
grt ovf = 0
Internal = 388 uW
register share of total power = 23.5%
clk_skew = 7.96 ps
Synthesized registers = 4
CP Max Fanout = 8
crit path time final = 1650 ps
worst path required time = 1440 ps
DR pass1 iterations = 2
Reg clk slew, reported paths = 40 ps
cell type with the largest total area = buf_4
Area Growth Syn to Fin = 47.5%
crit start category = flop
DR iter-0 viols = 8
via count = 334
max_cap viols = 0
Setup Crit Path Kind = reg -> out
Core Region = 3420 um2
Gate power share = 52.6%
Final Setup Violations = 0
Root Driver = clkbuf_4
max reg flops = 4
gr usage total = 3.18%
Peak VDD IR = 0.158 mV
num rows = 21
status = finished clean
n_diodes = 0
area share, top type = 48.4%
setup_tns = 0 ps
Top-Level Pins = 42
CP arrival = 1290 ps
yosys stat cell total = 52
Max Slew Vio Count = 0
antenna viol nets, final = 0
Yosys warnings = 1
crit share post-route = 91.8%
FFs w/ async S/R, synth = 100%
fin util = 18.1%
-- worst max-delay path, delay by kind of cell (launching register included) --
family                 cells  cell delay, ps
AND/OR/NAND/NOR            1              90
buffers and inverters      2             600
flip-flops                 1             360
-- layout make-up --
cell class	count	area (um2)	area share, %
clock buffer	4	26.3	4.25
inverter	3	11.3	1.82
multi-input combinational	34	169	27.3
sequential	4	101	16.4
tap	46	57.6	9.31
timing repair buffer	26	253	40.9
-- final timing paths --
kind,from,endpoint,slack (ps),depth (start not counted)
worst max-delay path,current_state[3],s1,150,3
worst min-delay path,reset,current_state[3],330,1
worst max register to register,current_state[0],current_state[0],730,3
worst min register to register,current_state[0],current_state[2],570,2
max in group asynchronous,reset,current_state[0],1230,1
min in group clk0,habil[2],current_state[1],540,2
-- metrics by stage --
step	power, mW	worst slack (ps)	std cells	instance area, um2
3_3_place_gp	0.394	-83.5	113	589
2_1_floorplan	0.257	742	68	479
6_report	0.500	147	117	618
4_1_cts	0.518	117	117	618
3_5_place_dp	0.392	-96.3	113	589
5_1_grt	0.543	42.2	117	618
-- layer usage --
layer,GRT usage (%),vias to the layer above,share of wire [%]
li1,-,161,-
met1,3.94,144,46
met2,4.41,29,39
met3,2.16,0,15
met4,0.704,0,0
met5,0,-,0
-- layout by cell type, fill, tap and decap left out, types with 2 or more instances in the layout --
master           synthesis  layout
nand2_1                  2       2
conb_1                   1      17
o21ai_0                  2       2
dlygate4sd2_1            0       2
inv_1                    3       3
clkbuf_4                 0       3
dfrtp_1                  3       3
buf_4                   27       2
nand3_1                  3       2
clkdlybuf4s50_1          0      22
a21oi_1                  3       3
-- what timing repair did --
item | in CTS | in global routing
gates resized | 3 | 0
endpoints found under the hold margin | 0 | 0
setup endpoints to repair | 1 | 0
-- cell families after synthesis --
family / count (synthesis) / synth area share (%)
compound gates: 7 / 9.85
buf+inv: 30 / 51.0
simple gates: 10 / 14.0
flops: 4 / 24.2
other cells: 1 / 0.895
-- power groups by stage --
stage / Combinational, mW / Clock, mW / Sequential (mW)
5_1_grt: 0.292 / 0.130 / 0.120
6_report: 0.263 / 0.120 / 0.117
4_1_cts: 0.273 / 0.127 / 0.117
No activity file was given, so power comes from the tool's default toggle rates.
